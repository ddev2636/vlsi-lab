==> flow/design.v <==
`timescale 1ns / 1ps
module traffic_light_controller (
    input wire clk,
    input wire reset,
    output reg [2:0] main_road,  
    output reg [2:0] side_road   
);
    typedef enum reg [1:0] {
        GREEN = 2'b00,
        YELLOW = 2'b01,
        RED = 2'b10
    } state_t;
    state_t state_main, state_side;
    integer timer;
    always @(posedge clk or posedge reset) begin
        if (reset) begin
            state_main <= GREEN;
            state_side <= RED;
            timer <= 0;
        end else begin
            timer <= timer + 1;
            case (state_main)
                GREEN: if (timer >= 10) begin
                    state_main <= YELLOW;
                    timer <= 0;
                end
                YELLOW: if (timer >= 2) begin
                    state_main <= RED;
                    state_side <= GREEN;
                    timer <= 0;
                end
                RED: if (timer >= 10) begin
                    state_main <= GREEN;
                    state_side <= RED;
                    timer <= 0;
                end
            endcase
        end
    end
    always @(*) begin
        case (state_main)
            GREEN: main_road = 3'b001;
            YELLOW: main_road = 3'b010;
            RED: main_road = 3'b100;
            default: main_road = 3'b000;
        endcase
        case (state_side)
            GREEN: side_road = 3'b001;
            YELLOW: side_road = 3'b010;
            RED: side_road = 3'b100;
            default: side_road = 3'b000;
        endcase
    end
endmodule
==> flow/run.sh <==
#!/bin/bash
# OpenROAD 26Q1-2900-gdf79404cd8, Yosys 0.63+post, stock flow scripts
make -C /OpenROAD-flow-scripts/flow DESIGN_CONFIG=/design/flow/config.mk WORK_HOME=/design/flow/orfs finish
==> flow/config.mk <==
export PLATFORM = sky130hd
export DESIGN_NAME = traffic_light_controller
export DESIGN_NICKNAME = traffic_light_controller
export VERILOG_FILES = /design/flow/design.v
export SDC_FILE = /design/flow/constraint.sdc
export NUM_CORES = 4
export LEC_CHECK = 1
export CORE_UTILIZATION = 40
==> flow/constraint.sdc <==
current_design traffic_light_controller

set clk_period 6.4
set clk_io_pct 0.2

create_clock -name clk0 -period $clk_period [get_ports {clk}]

set non_clock_inputs [all_inputs -no_clocks]
set_input_delay [expr $clk_period * $clk_io_pct] -clock clk0 $non_clock_inputs
set_output_delay [expr $clk_period * $clk_io_pct] -clock clk0 [all_outputs]
==> reports/metrics.cfg <==
[place]
place_hpwl_um = 2470
place_ws_ns = 4.13
gp_congestion = 0.796
io_buffers = 6

[clocking]
clkTransAtPathRegs_ns = 0.07
ctsResizeCount = 0
h-tree-depth = 2
root_buffer = clkbuf_8
ctsLongestPathBuffers = 2
cts_hold_buffers = 0
cts_sinks = 37
cts_setup_buffers = 0
clk_latency_ns = 0.29
cts_buffers = 5
cts_tree = built

[final_timing]
setup_viol_count_final = 0
hold_violations = 0
finalMaxSlewViolations = 0
period_used_pct = 40.0
fin_crit_ns = 2.56
fin_skew_ns = 0.00518
max_clock_freq_mhz = 391
rsz0062_at_grt = false
finalSetupTns_ns = 0
layout_setup_ws_ns = 3.84

[power_and_ir_drop]
combPwrFrac_pct = 1.4
leakage_nw = 0.930
p_seq_share_pct = 59.2
power_density_mw_per_mm2 = 177
switching_share_pct = 21.5
p_total_w = 0.000395
intPower_w = 0.000310
p_clk_share_pct = 39.5
peakVddDrop_mv = 0.0782
p_sw_w = 0.0000849

[cells_and_area]
lay_top_count = dfrtp_1
final_cell_mix = dfrtp_1, nor2_1, xnor2_1
drive_above_1_share_pct = 14.4
fin_util_pct = 46.0
syn_to_final_growth_pct = 7.86

[floorplanning]
die_h_um = 73.9
core_util_floorplan_pct = 42.7
coreArea_mm2 = 0.00485
rows = 25
die_w_um = 73.9
chipArea_mm2 = 0.00546
pin_count = 8

[synth]
ys_types = 42
syn-cell-area_mm2 = 0.00207
yosys_cells = 211
ys_ff = 37
postSynthSeqShare_pct = 44.9
avgSynthCellArea_um2 = 9.80
edf_count = 0
syn-instance-count = 211
ys_warn_count = 1
async_flop_share_pct = 100
ys_dominant_reg_cell = dfrtp_1
ys_area_mm2 = 0.00207

[detailed_routing]
drt_wl_total_um = 3640
via_per_inst = 5.05
drcViolationCount = 0
antenna_left = 0
n_antenna_cell = 0
drt-wirelength-per-cell_um = 12.9
route.vias.total = 1425
drt_iter0_drc = 56
drtPass1Iterations = 6

[worst_hold_path]
min_to = state_side[0]
min_path_cells = 2
hp-class = flip-flop to flip-flop
worstHoldStart = state_side[0]

[setup_path]
crit_family = flip-flops
critical_path_depth = 1
path_cells = clkdlybuf4s50_1
crit_arrival_ns = 1.28
cpMaxStageDelayCell = dfstp_2
worstRegToRegCells = 6
cp-start-kind = flip-flop
rrSetupSlack_ns = 4.11
critPathBufInv = 1
slowest_delay_ns = 0.54
critPathKind = flip-flop to primary output
rr_endpoint = timer[7]
end_kind = primary output
path_max_fanout = 3
crit_required_ns = 5.12
reg2reg_from = timer[24]

[global_routing]
grt_usage_pct = 15.3
overflow = 0
grt_pass1_vias = 1316
grt_max_degree = 38
grt_pass1_wl_um = 6290
antenna_found_initial = 0

[outcome]
status = complete, no violations

[run]
cap_viol_max_count = 0
tool_warnings = 26

## cells in the mapped netlist (3+ instances only)
cell / number / share of area (%)
clkbuf_1: 5 / 0.91
nor3_1: 5 / 1.2
nor4_1: 7 / 2.1
xor2_1: 14 / 5.9
nor2_1: 31 / 5.6
xnor2_1: 16 / 6.8
nand3_1: 10 / 2.4
and4_1: 8 / 3.4
inv_1: 9 / 1.6
nor2_2: 10 / 3.0
and3_1: 4 / 1.2
dfrtp_1: 35 / 42
buf_2: 3 / 0.73
nand2_1: 12 / 2.2
nand4_1: 8 / 2.4
## logic make-up (layout without fill, tap and decap cells)
logic type                 after synthesis  in the layout  share of synthesized area [%]
and+or+nand+nor                        105            105                           29.0
DFF                                     37             37                           44.9
xor gates and xnor gates                30             30                           12.7
buffers and inverters                   21             25                           5.44
AOI/OAI and AO/OA                       15             15                           6.53
adders and majority gates                2              2                           1.21
other                                    1              1                          0.181
## metal layers
metal | share of wire [%] | routed length, µm | global-route usage (%)
met5 | 0 | 0 | 0
met4 | 1.6 | 58 | 2.35
met3 | 3.2 | 117 | 3.74
met1 | 53 | 1930 | 25.1
met2 | 42 | 1540 | 21.7
## metrics by stage
stage               hold WS [ns]  cells  instance area [µm²]
finish                     0.514    282                 2230
global route               0.542    282                 2230
CTS                        0.517    282                 2230
detailed placement         0.506    274                 2150
global placement           0.502    274                 2150
floorplan                  0.476    211                 2070
## flip-flops by register name (all words and copies together), names as in the netlist, named ones only
name        count
timer          32
state_side      2
state_main      2
## power groups by stage
| stage | logic, W | registers (W) | clock network (W) |
|---|---|---|---|
| 5_1_grt | 0.00000664 | 0.000234 | 0.000173 |
| 6_report | 0.00000546 | 0.000234 | 0.000156 |
| 4_1_cts | 0.00000599 | 0.000234 | 0.000162 |
## final cells by class
| type | instances | area [µm²] |
|---|---|---|
| Fill cell | 440 | 2620 |
| Multi-Input combinational cell | 153 | 1030 |
| Inverter | 9 | 33.8 |
| Clock inverter | 2 | 10.0 |
| Tap cell | 67 | 83.8 |
| Clock buffer | 6 | 72.6 |
| Timing Repair Buffer | 8 | 75.1 |
| Sequential cell | 37 | 928 |
## worst max path at each step
stage / slack, ns / endpoint
4_1_cts: 3.83 / main_road[0]
5_1_grt: 3.79 / main_road[2]
6_report: 3.84 / main_road[0]
Power and IR drop assume default switching activity.
