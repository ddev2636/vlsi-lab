==> /design/flow/design.v <==
`timescale 1ns / 1ps
module bubble_sort #(parameter N = 4) (
    input wire clk,
    input wire start,
    input wire [N*8-1:0] data_in,
    output reg [N*8-1:0] data_out,
    output reg done
);
    reg [7:0] arr [N-1:0];
    reg [3:0] i, j;
    reg swapped;
    always @(posedge clk) begin
        if (start) begin
            done <= 0;
            for (i = 0; i < N; i = i + 1) begin
                arr[i] <= data_in[i*8 +: 8];
            end
            i <= 0;
            j <= 0;
            swapped <= 1;
        end else if (!done) begin
            if (swapped) begin
                swapped <= 0;
                if (arr[j] > arr[j + 1]) begin
                    {arr[j], arr[j + 1]} <= {arr[j + 1], arr[j]};
                    swapped <= 1;
                end
                if (j < N-2) j <= j + 1;
                else begin
                    j <= 0;
                    if (i < N-1) i <= i + 1;
                    else done <= 1;
                end
            end else begin
                done <= 1;
            end
        end else begin
            for (i = 0; i < N; i = i + 1) begin
                data_out[i*8 +: 8] <= arr[i];
            end
        end
    end
endmodule
==> /design/flow/run.sh <==
#!/bin/bash
# OpenROAD 26Q1-2900-gdf79404cd8, Yosys 0.63+post, stock flow scripts
make -C /OpenROAD-flow-scripts/flow DESIGN_CONFIG=/design/flow/config.mk WORK_HOME=/design/flow/orfs finish
==> /design/flow/config.mk <==
export PLATFORM = sky130hd
export DESIGN_NAME = bubble_sort
export DESIGN_NICKNAME = bubble_sort
export VERILOG_FILES = /design/flow/design.v
export SDC_FILE = /design/flow/constraint.sdc
export NUM_CORES = 4
export LEC_CHECK = 1
export CORE_UTILIZATION = 50
==> /design/flow/constraint.sdc <==
current_design bubble_sort

set clk_period 8.1
set clk_io_pct 0.2

create_clock -name clk0 -period $clk_period [get_ports {clk}]

set non_clock_inputs [all_inputs -no_clocks]
set_input_delay [expr $clk_period * $clk_io_pct] -clock clk0 $non_clock_inputs
set_output_delay [expr $clk_period * $clk_io_pct] -clock clk0 [all_outputs]
==> deck_impl_summary.md <==
Synthesis and Place & Route Summary

Outcome
  • Outcome: finished clean

Die
  • Die extent in y: between 90 and 100 µm
  • Chip Width: 97.1 µm
  • Core box area: 0.00872 mm²
  • Starting density of the core: 0.519
  • IO Pins: 67
  • Site Rows: 34
  • Chip Area: 0.00943 mm²

Critical path
  • Crit path kind: flop to flop
  • Reg2reg start: j[0]
  • Reg2Reg Depth: 12
  • FF-to-FF End: arr[3][1]
  • CP Launch Type: flop
  • WP data required: roughly 8.2 ns
  • R2r setup slk: approximately 3.6 ns
  • CP Max Fanout: 32
  • Crit path DAT: 4.62 ns
  • CP Capture Type: flop

Global routing
  • Met1 usage: 0.417
  • Grt peak-use layer: met1
  • First-pass GRT wire length: 18700 µm
  • GR Layer Usage met3: 0.0710
  • Largest net degree at the start of global routing: 33
  • Met2 global-route usage: 0.412
  • Vias in the first global route: around 3500
  • Overflow after GRT: 0
  • Initial antenna violation count: 0
  • Tot GR Track Use: 0.270

Power
  • Peak VDD IR: 327 µV
  • Total Power: 2.34 mW
  • Pwr/cell area: 435 mW/mm²
  • Leakage power: around 2.1 nW

Final timing
  • Fin crit share: 0.558
  • Max Clock Freq: between 0.2 and 0.25 GHz
  • Worst Tran Pin Value: 0.900 ns
  • Unrepaired setup endpoints after global routing: no
  • Crit path time final: approximately 4.5 ns
  • Slew Limit Fails: 0
  • Fin. Hold Viols: 0
  • Final setup fails: 0
  • Rel. slew slack: 0.395
  • Final worst slack: around 3.6 ns
  • Fin Setup TNS: 0 ns
  • Final Skew: 0.00794 ns

Synthesis
  • Area share of the largest cell type after synthesis: 0.425
  • Most common cell in the synthesized netlist: edfxtp_1
  • Flip-flops with a built-in enable: 64
  • Mapped Avg Cell Area: 11.3 µm²
  • Distinct cell type count after synthesis: 53
  • Yosys stat cell total: 402
  • Yosys Chip Area: around 0.0045 mm²
  • Post-Synthesis Cells: 402
  • Xor/xnor share: 0.00194
  • Synth flops: 76
  • Largest cells by area: edfxtp_1 (42%), mux2i_1 (9.1%), a22oi_1 (7.3%)
  • Simple Share, Synth: 0.115
  • Mux area share: 0.116
  • Yosys top cell by area: edfxtp_1
  • Synth Area in Compound Gates: 0.189
  • Yosys adder share: 0.0360
  • Sequential share of the synthesized area: 0.478
  • Synth Cell Area: 0.00452 mm²
  • Yosys warns: 1
  • Most frequent cells after synthesis: edfxtp_1 (64), nand2_1 (52), a22oi_1 (44)
  • Top FF cell, synth: edfxtp_1
  • Post-synth ARST share: 0
  • Comb area leader: AND-OR/OR-AND gates

Layout
  • Post-route insts no fill: 573
  • Share of cells above drive strength 1: 0.0946
  • Design area: roughly 0.0054 mm²
  • Area Overhead vs Synth: 19.3%
  • Fill cells: 700

Clock network
  • Post-CTS Setup Bufs: 0
  • Clk sinks: 76
  • Hold_buf cts: 0
  • Clock-pin slew on the worst setup and hold paths: 0.08 ns
  • CTS root buf: clkbuf_8
  • Post_cts resized: 0
  • H-tree depth: 3
  • Total CTS buffers: 9
  • Latency at later pin: 0.35 ns
  • CTS tree: yes
  • Clock Path Buffers: 2

Place
  • Placed cell count: 557
  • Port bufs: 66
  • Routability cong.: 0.982
  • Cell Area, Placed: approximately 0.0052 mm²
  • DPL Wire Length: between 8000 and 9000 µm
  • Place WS: 3.71 ns

Drt
  • Final wirelength: 11700 µm
  • # diodes: 0
  • Routed wire length per instance: approximately 20 µm
  • Via count: 3536
  • Drc violations: 0
  • DRT iter0 DRCs: 163
  • Post-route ant nets: 0
  • Vias/cell: slightly above 6
  • Drt first pass iters: 5

Min path
  • Hold EP: j[2]
  • Worst Hold Class: flop to flop
  • Hold depth: 2
  • Hold Startpoint: j[2]

Job
  • Tool warnings: 29
  • Number of max-cap violations: 0
logic make-up (layout without fill, tap and decap cells):
| logic type | after synthesis | in the layout |
|---|---|---|
| adder cells (fa/ha/maj) | 13 | 13 |
| buffers and inverters | 54 | 117 |
| AND/OR/NAND/NOR | 99 | 99 |
| AND-OR/OR-AND | 109 | 109 |
| multiplexers | 50 | 50 |
| flip-flops | 76 | 76 |
| XOR/XNOR | 1 | 1 |
routing by layer:
metal | vias to the layer above | share of wire
met5 | - | 0
met4 | 0 | 0.024
met3 | 21 | 0.084
met2 | 165 | 0.48
met1 | 1686 | 0.41
li1 | 1664 | -
layout make-up:
class	count	area, µm²	share of cell area
Inverter	29	109	0.0202
Timing Repair Buffer	72	706	0.131
Sequential cell	76	2160	0.401
Clock inverter	2	13.8	0.00255
Clock buffer	14	195	0.0362
Multi-Input combinational cell	272	2070	0.385
Tap cell	108	135	0.0250
cell usage in the layout (no fill, tap or decap), types with 3 or more instances in the layout:
cell and count:
nor3_1 4, mux2i_1 41, nor2_1 4, clkdlybuf4s50_1 66
dfxtp_1 12, nand2_1 52, nand2b_1 5, a21oi_1 6
ha_1 13, a31o_2 4, inv_1 29, nand3_1 6
clkbuf_8 10, buf_4 6, mux2_2 5, a32oi_1 22
edfxtp_1 64, a21o_1 8, o21ai_0 3, mux2_4 4
o22ai_1 9, and2_0 3, or3_1 3, nor2b_1 5
a22oi_1 44
through the flow:
| step | hold slack, ns | util |
|---|---|---|
| after floorplan | 0.432 | - |
| after global placement | 0.440 | 0.595 |
| after detailed placement | 0.460 | 0.595 |
| after CTS | 0.471 | 0.619 |
| after global routing | 0.487 | 0.619 |
| final | 0.462 | 0.619 |
critical path: stages, from the launching register on:
cell and delay (ns):
dfxtp_1 0.31, buf_4 0.29, inv_1 0.27, ha_1 0.35, buf_4 0.38, mux2i_1 0.65, nand2_1 0.11, nand2_1 0.10
ha_1 0.24, nand4_2 0.11, o31a_1 0.47, o311a_4 0.56, mux2_2 0.38
worst max-delay path by stage:
stage | slack (ns) | cells after the start | startpoint | end
6_report | 3.58 | 12 | j[0] | arr[3][1]
5_1_grt | 3.35 | 12 | j[0] | arr[3][7]
4_1_cts | 3.66 | 12 | j[0] | arr[3][1]
power breakdown:
part / internal (mW) / total, mW / leakage [nW] / switching [mW]
Sequential: 0.595 / 0.684 / 0.707 / 0.0889
Clock: 0.158 / 0.296 / 0.107 / 0.138
Combinational: 0.519 / 1.36 / 1.26 / 0.846
Total: 1.27 / 2.34 / 2.07 / 1.07
sequential cells by signal, indices dropped and copies added, names as in the netlist, named ones only:
name      count
arr          32
data_out     32
i             4
j             4
done          1
swapped       1
No activity file was given, so power comes from the tool's default toggle rates.
